**config.mk**
```make
export PLATFORM = sky130hd
export DESIGN_NAME = vending_machine
export DESIGN_NICKNAME = vending_machine
export VERILOG_FILES = /design/flow/design.v
export SDC_FILE = /design/flow/constraint.sdc
export NUM_CORES = 4
export LEC_CHECK = 1
export CORE_AREA = 10 10 70 70
export DIE_AREA = 0 0 80 80
```
**design.v**
```verilog
module output_loic (                                                                                                                                                                                               
input [2:0] state,
input [4:0] pop,
input [4:0] money,
input [1:0] item,
output reg done,
output reg end_trans,
output reg [7:0] sum_money,
output reg [7:0] price,
output reg [1:0] item_select);
parameter IDLE = 3'd0;
parameter SELECT = 3'd1;
parameter RECEIVE_MONEY = 3'd2;
parameter COMPARE = 3'd3;
parameter PROCESS = 3'd4;
parameter RETURN_CHANGE = 3'd5;
always@(*)
begin
        case (state)
        IDLE:
        begin
                done = 1'b0;
                end_trans = 1'b0;
                sum_money = 8'b00000000;
                price = 8'b00000000;
                item_select = 2'b00;
        end
        SELECT:
        begin
                done = 1'b0;
                end_trans = 1'b0;
                sum_money = 8'b00000000;
                price = 8'b00000000;
                item_select = 2'b00;
        end
        RECEIVE_MONEY:
        begin
                done = 1'b0;
                end_trans = 1'b0;
                sum_money = 8'b00000000;
                price = 8'b00000000;
                item_select = 2'b00;
        end
        COMPARE:                                                                                                                                                                                             
        begin
                done = 1'b0;
                end_trans = 1'b0;
                sum_money = 8'b00000000;                                                                                                                                                                           
                price = 8'b00000000;
                item_select = 2'b00;
        end
        PROCESS:                                                                                                                                                                                             
        begin
                done = 1'b0;
                end_trans = 1'b0;                                                                                                                                                                                  
                sum_money = 8'b00000000;                                                                                                                                                                           
                price = 8'b00000000;
                item_select = 2'b00;
        end
        RETURN_CHANGE:                                                                                                                                                                                             
        begin
                done = 1'b0;
                end_trans = 1'b1;                                                                                                                                                                                  
                sum_money = money;                                                                                                                                                                           
                price = pop;
                item_select = item;
        end
        default:
        begin
                done = 1'b0;
                end_trans = 1'b0;
                sum_money = 8'b00000000;                                                                                                                                                                           
                price = 8'b00000000;
                item_select = 2'b00;
        end
        endcase
end
endmodule      
module fsm (                                                                                                                                                                                                       
input reset_n,
input start,
input done_money,
input cancel,
input continue_buy,
input deno_5,
input deno_10,
input deno_20,
input [1:0] item_in,
input clk,
output [4:0] sum_money,
output [4:0] price,
output reg [2:0] state);
parameter IDLE = 3'd0;
parameter SELECT = 3'd1;
parameter RECEIVE_MONEY = 3'd2;
parameter COMPARE = 3'd3;
parameter PROCESS = 3'd4;
parameter RETURN_CHANGE = 3'd5;
wire [2:0] money_1;
wire [3:0] money_2;
wire [4:0] money_3;
reg [2:0] next_state;
wire out_stock;
wire [2:0] nop [3:0];
wire [4:0] max_money;
wire [4:0] sum;
wire [4:0] pop [3:0];
assign pop[0] = 5'd15;
assign pop[1] = 5'd31;
assign pop[2] = 5'd7;
assign pop[3] = 5'd21;
assign nop[0] = 3'd7;
assign nop[1] = 3'd5;
assign nop[2] = 3'd3;
assign nop[3] = 3'd0; 
assign sum = money_1 + money_2 + money_3;
assign out_stock = (nop[item_in] == 0) ? 1'b1 : 1'b0;
assign money_1 = (deno_5) ? 3'd7 : 3'd0;
assign money_2 = (deno_10) ? 4'd15 : 4'd0;
assign money_3 = (deno_20) ? 5'd31 : 5'd0;
assign max_money = 5'b11111;
assign enough_money = (pop[item_in] <= sum) ? 1 : 0;
assign sum_money = sum;
assign price = pop[item_in];
always@(*)
begin
        case (state)
        IDLE: next_state = (start) ? SELECT : state;
        SELECT: next_state = ((~out_stock) && (~cancel)) ? RECEIVE_MONEY : ((out_stock) && (~cancel)) ? state : IDLE;
        RECEIVE_MONEY: next_state = ((done_money) || (sum > max_money) && (~cancel)) ? COMPARE : ((~done_money) && (sum < max_money) && (~cancel)) ? state : RETURN_CHANGE;
        COMPARE: next_state = (enough_money) ? RETURN_CHANGE : PROCESS;
        PROCESS: next_state = (cancel) ? RETURN_CHANGE : RECEIVE_MONEY;
        RETURN_CHANGE: next_state = (continue_buy) ? SELECT : IDLE;
        default: next_state = state;
        endcase
end
always@(posedge clk or negedge reset_n)
begin
        if(!reset_n)
                state <= IDLE;
        else
                state <= next_state;
end
endmodule        
module control (                                                                                                                                                                                                   
input clk,
input reset_n,
input start,
input done_money,
input cancel,
input continue_buy,
input [2:0] money,
input [1:0] item_in,
output done,
output end_trans,
output [7:0] sum_money,
output [7:0] price,
output [1:0] item_select);
wire [4:0] sum_money_temp;
wire [4:0] price_temp;
wire [2:0] state;
wire [1:0] item_temp;
fsm U1 (.clk(clk),
        .reset_n(reset_n),
        .start(start),
        .done_money(done_money),
        .cancel(cancel),
        .continue_buy(continue_buy),
        .deno_5(money[0]),
        .deno_10(money[1]),
        .deno_20(money[2]),
        .item_in(item_temp),
        .state(state),
        .sum_money(sum_money_temp),
        .price(price_temp));
output_loic U2  (
        .state(state),
        .pop(price_temp),
        .money(sum_money_temp),
        .item(item_temp),
        .done(done),
        .end_trans(end_trans),
        .sum_money(sum_money),
        .price(price),
        .item_select(item_select)
        );
endmodule
module sub (                                                                                                                                                                                                       
input end_trans,
input [7:0] sum_money,
input [7:0] price,
output [7:0] change);
assign change = (end_trans) ? (sum_money - price ) : 8'b00000000;
endmodule
module decoder (                                                                                                                                                                                                   
input end_trans,
input [1:0] item_select,
output reg item_1,
output reg item_2,
output reg item_3,
output reg item_4);
always@(*)
begin
if(end_trans)
begin
        item_1 = 1'b0;
        item_2 = 1'b0;
        item_3 = 1'b0;
        item_4 = 1'b0;
end
else
begin
        case(item_select)
                2'b00:  begin
                        item_1 = 1'b1;
                        item_2 = 1'b0;
                        item_3 = 1'b0;
                        item_4 = 1'b0;
                        end
                2'b01:  begin
                        item_1 = 1'b0;
                        item_2 = 1'b1;
                        item_3 = 1'b0;
                        item_4 = 1'b0;
                        end
                2'b10:  begin
                        item_1 = 1'b0;
                        item_2 = 1'b0;
                        item_3 = 1'b1;
                        item_4 = 1'b0;
                        end
        default:        begin
                        item_1 = 1'b0;
                        item_2 = 1'b0;
                        item_3 = 1'b0;
                        item_4 = 1'b1;
                        end
        endcase
end
end
endmodule
module output_handler (
input end_trans,
input [7:0] sum_money,
input [7:0] price,
input [1:0] item_select,
output item_1,
output item_2,
output item_3,
output item_4,
output [7:0] change);
decoder U1 (.end_trans(end_trans), .item_select(item_select), .item_1(item_1), .item_2(item_2), .item_3(item_3), .item_4(item_4));
sub     U2 (.end_trans(end_trans), .sum_money(sum_money), .price(price), .change(change));
endmodule
module vending_machine(
input clk,
input reset_n,
input start,
input done_money,
input cancel,
input continue_buy,
input [1:0] item_in,
input [2:0] money,
output done,
output [3:0] item_out,
output [7:0] change);
wire done_temp;
wire end_trans;
wire [7:0] sum_money;
wire [7:0] price;
wire [1:0] item_select;
control U1 (    .clk(clk),
                .reset_n(reset_n),
                .start(start),
                .done_money(done_money),
                .cancel(cancel),
                .continue_buy(continue_buy),
                .money(money),
                .item_in(item_in),
                .done(done_temp),
                .end_trans(end_trans),
                .sum_money(sum_money),
                .price(price),
                .item_select(item_select));
output_handler U2 (     .end_trans(end_trans),
                        .sum_money(sum_money),
                        .price(price),
                        .item_select(item_select),
                        .item_1(item_out[0]),
                        .item_2(item_out[1]),
                        .item_3(item_out[2]),
                        .item_4(item_out[3]),
                        .change(change));
assign done = done_temp ^ item_out[0] ^ item_out[1] ^ item_out[2] ^ item_out[3];
endmodule
```
**constraint.sdc**
```tcl
current_design vending_machine

set clk_period 1.0
set clk_io_pct 0.2

create_clock -name clk0 -period $clk_period [get_ports {clk}]

set non_clock_inputs [all_inputs -no_clocks]
set_input_delay [expr $clk_period * $clk_io_pct] -clock clk0 $non_clock_inputs
set_output_delay [expr $clk_period * $clk_io_pct] -clock clk0 [all_outputs]
```
**run.sh**
```bash
#!/bin/bash
# OpenROAD 26Q1-2900-gdf79404cd8, Yosys 0.63+post, stock flow scripts
make -C /OpenROAD-flow-scripts/flow DESIGN_CONFIG=/design/flow/config.mk WORK_HOME=/design/flow/orfs finish
```
==> qor.txt <==
CP arrival: 1.83 ns
Tool Warnings: 35
Netlist Area Pre-Place: 369.1 um^2
Reg power frac: 19.6%
Cell area leaders: dfrtp_1 (20%), fa_1 (16%), buf_4 (14%)
GP Congestion: 0.7241
top_reg_cell synth: dfrtp_1
Async SR Flop Fraction: 100.0%
vias in the first global route: 399
H-Tree Depth: 1
Clk pwr share: 34.8%
pwr dens: 877.3 nW/um^2
Crit Path Max Fanout: 2
CP startpoint kind: input pin
CP Launch Point: money[0]
area share, top type: 20.34%
clock sinks: 3
Seq/Total Area, Yosys: 20.34%
worst path buffer plus inverter count: 2
WL final: 1084 um
Synth flops: 3
failing checks: negative setup slack
Pre-Place Util: 10.81%
Clock Latency Late Sink: 0.23 ns
largest net degree at the start of global routing: 6
post-route setup slack: -1.026 ns
Yosys cell types: 17
gr ovfl total: 0
ys cells: 42
total CTS buffers: 3
Hold/Removal Path Class: in -> async
clk slew on worst S/H paths: 0.04 ns
Die Ht: 80 um
Yosys Chip Area: 369.1 um^2
vias per inst: 3.143
placed cells: 107
post-layout period usage: 202.6%
CP max stage cell: fa_2
FF-to-FF Start: U1.U1.state[2]
CORE AREA: 3416 um^2
maximum VDD drop: 0.2893 mV
Routed WL per cell: 9.109 um
Post-DP Area: 601.8 um^2
post-synthesis instance total: 42
Final setup viols: 9
Yosys Warn Count: 6
Tmin final: 2.026 ns
Post-Layout Inst Area: 709.4 um^2
first-pass GRT wire length: 1738 um
Iter 0 DRT Violations: 5
die area: 6400 um^2
std cell rows: 21
Gate power share: 45.6%
clock root buffer: clkbuf_4
FF-to-FF setup slack: 0.08 ns
switching share of total power: 30.14%
biggest regs: U1.U1.state: 3 flops
Max stage delay on crit path: 0.49 ns
LEAKAGE: 0.3611 nW
Hold Fails Final Rpt: 0
Setup Slack @ Placement: -1.763 ns
layout cell share with drive strength beyond 1: 52.05%
leading area contributor after synthesis: dfrtp_1
Post-synth EDFFs: 0
crit path kind: in -> out
most frequent cell after synthesis: inv_1
Largest register FFs: 3
CP delay by family, top: adder cells
Detailed Routing Iterations Pass 1: 2
Syn Area/Cell: 8.788 um^2
Ant. Diodes: 0
max_cap viols: 0
CP Cell Sequence: buf_8, fa_2, ha_4, fa_2, a31oi_2, xor2_1, nor2_1, buf_2
Worst Hold Slack: 0.1451 ns
Tot Pwr: 622.4 uW
DP HPWL: 856.3 um
NetSw: 187.6 uW
final std cells w/o fill: 119
Routed Antenna Nets: 0
I/O pin cnt: 24
Crit path required time: 0.80 ns
PortBufs: 13
initial antenna violation count: 0
# DRC: 0
Clock Path Buffers: 2
Layout area overhead: 92.20%
Clock Skews: 0.004394 ns
Max Freq: 0.4937 GHz
critical path's most frequent cell: fa_2
run status: complete, but fails checks
Die X: 80 um
RSZ-0062 raised after global routing: true
hold buffer count at cts: 0
final slew viol count: 0
Fillers: 387
detailed-route via count: 374
Post-synth top cells: inv_1 (8), buf_4 (7), ha_1 (4)
CTS tree: yes
Int Power: 434.8 uW
element type at the critical path end: output pin
GRT Util Overall: 3.348%
Biggest register: U1.U1.state
[through the flow]
stage,setup TNS [ns],util [%]
finish,-6.833,20.77
global route,-7.281,20.77
CTS,-7.078,18.94
detailed placement,-12.56,17.62
global placement,-12.40,17.62
floorplan,-4.911,-
[power by group through the flow]
stage / clock (mW) / combinational, mW / sequential (mW)
global route: 0.238 / 0.310 / 0.122
CTS: 0.227 / 0.249 / 0.122
finish: 0.216 / 0.284 / 0.122
[worst reg2reg max path, stage by stage, from the launching register on]
cell and delay [ns]:
dfrtp_1 0.41, a31oi_1 0.26, o41ai_2 0.11
[logic make-up (layout without fill, tap and decap cells)]
family	count (synthesis)	count (layout)	share of synthesized area, %
flip-flops	3	3	20.34
buffers and inverters	15	41	22.37
XOR/XNOR	1	1	2.373
AND-OR/OR-AND	5	5	10.85
AND/OR/NAND/NOR	10	10	13.22
adder cells (fa/ha/maj)	7	7	29.83
other	1	6	1.016
[path summary, 6_finish.rpt]
kind / cells after the start / end
setup / recovery: 8 / change[4]
hold / removal: 1 / U1.U1.state[2]
setup reg to reg: 2 / U1.U1.state[4]
hold reg to reg: 2 / U1.U1.state[4]
max in group asynchronous: 1 / U1.U1.state[4]
min in group clk0: 2 / U1.U1.state[4]
[cell usage in the layout (no fill, tap or decap), types with 2 or more instances in the layout]
| cell | Yosys | layout |
|---|---|---|
| fa_2 | 0 | 2 |
| buf_6 | 0 | 4 |
| nor2_1 | 3 | 3 |
| inv_1 | 8 | 7 |
| buf_2 | 0 | 5 |
| buf_4 | 7 | 14 |
| clkbuf_4 | 0 | 3 |
| clkdlybuf4s50_1 | 0 | 4 |
| dfrtp_1 | 3 | 3 |
| ha_1 | 4 | 2 |
| conb_1 | 1 | 6 |
| and2_4 | 0 | 2 |
| nand2_1 | 2 | 2 |
[area by class of cell]
class	instances	area [um^2]	area share (%)
Clock buffer	4	26.28	3.704
Inverter	8	30.03	4.233
Multi-Input combinational cell	29	277.8	39.15
Sequential cell	3	75.07	10.58
Tap cell	46	57.56	8.113
Timing Repair Buffer	29	242.7	34.22
[per-layer routing]
layer  vias up  track usage (%)  share of wire (%)  wire length [um]
li1        183                -                  -                 -
met1       169            3.766                 42               453
met4         0           0.7042                1.8                20
met3         4            2.500                 13               145
met2        18            4.976                 43               464
met5         -                0                  0                 0
[repair_timing]
action	4_1_cts	5_1_grt
pin swaps	7	6
gates cloned	0	0
buffers inserted	5	5
endpoints found under the setup margin	10	10
gates resized	35	6
Power and IR drop assume default switching activity.
